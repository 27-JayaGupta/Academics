==> /design/flow/config.mk <==
export PLATFORM = sky130hd
export DESIGN_NAME = Eight_Bit_Adder_Sub
export DESIGN_NICKNAME = Eight_Bit_Adder_Sub
export VERILOG_FILES = /design/flow/design.v
export SDC_FILE = /design/flow/constraint.sdc
export NUM_CORES = 4
export LEC_CHECK = 1
export CORE_AREA = 10 10 70 70
export DIE_AREA = 0 0 80 80
==> /design/flow/constraint.sdc <==
current_design Eight_Bit_Adder_Sub

set clk_period 4.6
set clk_io_pct 0.2

create_clock -name clk0 -period $clk_period

set non_clock_inputs [all_inputs -no_clocks]
set_input_delay [expr $clk_period * $clk_io_pct] -clock clk0 $non_clock_inputs
set_output_delay [expr $clk_period * $clk_io_pct] -clock clk0 [all_outputs]
==> /design/flow/design.v <==
module One_Bit_Adder_Sub(
    input a,
    inout b,
    input bcin,
    input opcode,
    output bcout,
    output ans
);
    assign ans = a ^ b ^ bcin ;
    assign bcout = opcode ?  (((~a) & b ) | (bcin & ((~a) | b))) :((a & b) | (bcin & (a | b)));
endmodule
module Eight_Bit_Adder_Sub(
    input [7:0] a,
    input [7:0] b,
    input opcode,
    output [7:0] ans,
    output overflow
);
    wire [7:0] carry;
    wire cin = 0;
    One_Bit_Adder_Sub a1(a[0],b[0],cin,opcode,carry[0],ans[0]);
    One_Bit_Adder_Sub a2(a[1],b[1],carry[0],opcode,carry[1],ans[1]);
    One_Bit_Adder_Sub a3(a[2],b[2],carry[1],opcode,carry[2],ans[2]);
    One_Bit_Adder_Sub a4(a[3],b[3],carry[2],opcode,carry[3],ans[3]);
    One_Bit_Adder_Sub a5(a[4],b[4],carry[3],opcode,carry[4],ans[4]);
    One_Bit_Adder_Sub a6(a[5],b[5],carry[4],opcode,carry[5],ans[5]);
    One_Bit_Adder_Sub a7(a[6],b[6],carry[5],opcode,carry[6],ans[6]);
    One_Bit_Adder_Sub a8(a[7],b[7],carry[6],opcode,carry[7],ans[7]);
    assign overflow = carry[6] ^ carry[7];
endmodule
==> /design/flow/run.sh <==
#!/bin/bash
# OpenROAD 26Q1-2900-gdf79404cd8, Yosys 0.63+post, stock flow scripts
make -C /OpenROAD-flow-scripts/flow DESIGN_CONFIG=/design/flow/config.mk WORK_HOME=/design/flow/orfs finish
==> impl_results.html <==
<h2>Implementation results</h2>
<table>
<tr><th>Metric</th><th>Value</th></tr>
<tr><th colspan="2">Logic synthesis</th></tr>
<tr><td>Instance tally after logic synthesis</td><td>44</td></tr>
<tr><td>Chip Area, Yosys</td><td>about 520 um2</td></tr>
<tr><td>AND/OR/NAND/NOR Cells, Area Fraction</td><td>less than 1%</td></tr>
<tr><td>Most instantiated cells after synthesis</td><td>fa_1, inv_1, buf_4</td></tr>
<tr><td>Area fraction in compound gates after synthesis</td><td>0%</td></tr>
<tr><td>Ys cells</td><td>around 44</td></tr>
<tr><td>Cell variety after synth</td><td>9</td></tr>
<tr><td>Post-synthesis sequential area ratio</td><td>0%</td></tr>
<tr><td>Area leader, netlist</td><td>fa_1</td></tr>
<tr><td>Top-count cell post-synth</td><td>fa_1</td></tr>
<tr><td>Adders+Majority by Area</td><td>54.0%</td></tr>
<tr><td>Top-area cell type share of the netlist area</td><td>between 50% and 60%</td></tr>
<tr><td>XORs/XNORs by Area</td><td>under 10%</td></tr>
<tr><td>Main logic family</td><td>adder cells</td></tr>
<tr><td>Synthesis Warnings</td><td>0</td></tr>
<tr><td>Mux share of post-synthesis cell area</td><td>18.3%</td></tr>
<tr><td>Average cell area after synthesis</td><td>~12 um2</td></tr>
<tr><td>Post-synthesis instance area</td><td>between 500 and 600 um2</td></tr>
<tr><td>Area contributors post-synth</td><td>fa_1, mux2_4, buf_4, inv_1, mux2i_1</td></tr>
<tr><th colspan="2">Pwr</th></tr>
<tr><td>Combinational group share of total power</td><td>about 100%</td></tr>
<tr><td>Power per unit of standard cell area</td><td>120 mW/mm2</td></tr>
<tr><td>Power share of the clock group</td><td>0%</td></tr>
<tr><td>Power Internal</td><td>0.0000664 W</td></tr>
<tr><td>Leakage power total</td><td>about 0.36 nW</td></tr>
<tr><td>Switch share</td><td>35.7%</td></tr>
<tr><td>Reported net switching power</td><td>about 0.000037 W</td></tr>
<tr><td>Worst voltage drop across the vdd grid</td><td>slightly above 0.04 mV</td></tr>
<tr><td>Proportion of power drawn by flip-flops and latches</td><td>0%</td></tr>
<tr><th colspan="2">Floorplan</th></tr>
<tr><td>Die Footprint</td><td>0.00640 mm2</td></tr>
<tr><td>Die X-Extent</td><td>80 um</td></tr>
<tr><td>Number of placement rows</td><td>21</td></tr>
<tr><td>Die Height</td><td>about 80 um</td></tr>
<tr><td>Top-level port count</td><td>26</td></tr>
<tr><td>Area inside the core boundary</td><td>0.00342 mm2</td></tr>
<tr><td>Core Util at FP</td><td>between 10% and 20%</td></tr>
<tr><th colspan="2">GRT</th></tr>
<tr><td>Wire length of the first global-routing pass</td><td>approximately 1.6 mm</td></tr>
<tr><td>Total global routing overflow</td><td>0</td></tr>
<tr><td>Total routing usage reported by global routing</td><td>~3.1%</td></tr>
<tr><td>Initial antenna violation count</td><td>0</td></tr>
<tr><td>Largest net degree at the start of global routing</td><td>8</td></tr>
<tr><td>Via count of the first global-routing pass</td><td>roughly 380</td></tr>
<tr><th colspan="2">STA</th></tr>
<tr><td>Worst max-slew margin expressed relative to the limit</td><td>between 80% and 90%</td></tr>
<tr><td>Unrepaired setup endpoints after global routing</td><td>yes</td></tr>
<tr><td>Slew @ Worst Pin</td><td>~0.18 ns</td></tr>
<tr><td>Maximum frequency from static timing analysis</td><td>158 MHz</td></tr>
<tr><td>Final setup slack of the worst path</td><td>-1.71 ns</td></tr>
<tr><td>Number of hold violations in the final report</td><td>0</td></tr>
<tr><td>Summed negative setup slack over all endpoints</td><td>-4.60 ns</td></tr>
<tr><td>Period minus WS final</td><td>~6.3 ns</td></tr>
<tr><td>Number of pins with negative max-slew slack in the final report</td><td>0</td></tr>
<tr><td>Final Cycle Share</td><td>137%</td></tr>
<tr><td>Total of endpoints with negative setup slack in the final report</td><td>4</td></tr>
<tr><th colspan="2">Detailed routing</th></tr>
<tr><td>Routed wire length</td><td>1.06 mm</td></tr>
<tr><td>Detailed-router iteration count before antenna repair</td><td>2</td></tr>
<tr><td>Routed wirelength normalized by instance count</td><td>between 9 and 10 um</td></tr>
<tr><td>Starting DRC count in detailed routing</td><td>1</td></tr>
<tr><td>Via count</td><td>~350</td></tr>
<tr><td>Antenna cells</td><td>0</td></tr>
<tr><td>DRC viols</td><td>0</td></tr>
<tr><td>Number of routed nets with antenna violations</td><td>0</td></tr>
<tr><td>Per-cell via count in the routed design</td><td>3.05</td></tr>
<tr><th colspan="2">Run</th></tr>
<tr><td>Total number of warnings across the stage logs</td><td>42</td></tr>
<tr><td>Max_cap viols</td><td>0</td></tr>
<tr><th colspan="2">Worst setup path</th></tr>
<tr><td>CP bufs+invs</td><td>2</td></tr>
<tr><td>Largest fanout of any net on the critical path</td><td>2</td></tr>
<tr><td>Crit path kind</td><td>input pin to primary output</td></tr>
<tr><td>Worst-path cell with the longest stage delay</td><td>fa_2</td></tr>
<tr><td>Kind of start point of the critical path</td><td>input pin</td></tr>
<tr><td>Cell mode on critical path</td><td>fa_2</td></tr>
<tr><td>Arrival time at the worst endpoint</td><td>around 5.4 ns</td></tr>
<tr><td>Worst path top cell family by delay</td><td>adder cells</td></tr>
<tr><td>Type of element capturing the critical path</td><td>primary output</td></tr>
<tr><td>CP required</td><td>between 3 and 4 ns</td></tr>
<tr><td>Cell-by-cell listing of the critical path</td><td>buf_6 &gt; xor2_1 &gt; nand2_2 &gt; fa_2 &gt; mux2i_4 &gt; fa_2 &gt; mux2_4 &gt; fa_2 &gt; mux2_4 &gt; fa_2 &gt; mux2_4 &gt; fa_2 &gt; mux2_4 &gt; fa_2 &gt; mux2_4 &gt; fa_2 &gt; xnor2_2 &gt; mux2i_1 &gt; clkbuf_2</td></tr>
<tr><td>Critical Path Max Stage Delay</td><td>0.36 ns</td></tr>
<tr><th colspan="2">Finish</th></tr>
<tr><td>Layout clock buffers</td><td>0</td></tr>
<tr><td>Final core utilization</td><td>between 20% and 30%</td></tr>
<tr><td>Signed area change from the synthesized netlist to the final layout</td><td>66.0%</td></tr>
<tr><td>Fraction of layout instances using a drive strength above 1</td><td>a little under three fifths</td></tr>
<tr><td>Seq cells</td><td>0</td></tr>
<tr><td>Filler Cell Count</td><td>roughly 370</td></tr>
<tr><td>Sequential cell area</td><td>0 um2</td></tr>
<tr><th colspan="2">Placed design</th></tr>
<tr><td>Count of input and output buffers</td><td>26</td></tr>
<tr><td>Placer Congestion</td><td>0.696</td></tr>
<tr><td>HPWL reported at the end of detailed placement</td><td>around 950 um</td></tr>
<tr><th colspan="2">Hold path</th></tr>
<tr><td>Type of the worst min-delay path</td><td>input pin to primary output</td></tr>
<tr><th colspan="2">Outcome</th></tr>
<tr><td>Violations in the final reports</td><td>setup timing</td></tr>
<tr><td>Status</td><td>finished, violations left</td></tr>
</table>
cells by family after synthesis:
logic type    Yosys count
xor+xnor                4
fa+ha+maj              14
buf+inv                18
mux                     7
simple gates            1
layout make-up:
type                       count  area [um2]  share of cell area, %
tap                           46        57.6                   6.68
inverter                       9        33.8                   3.92
multi-input combinational     26         479                   55.6
timing repair buffer          33         292                   33.8
placed cells by master (no fill, tap or decap), drive strengths merged:
master / instances
inv: 9
clkdlybuf4s15: 1
xnor2: 2
mux2: 5
mux2i: 2
clkdlybuf4s50: 16
buf: 12
dlygate4sd2: 3
clkbuf: 1
xor2: 2
fa: 14
nand2: 1
power groups by stage:
stage | sequential (W) | clock, W | combinational [W]
final | 0 | 0 | 0.000103
after global routing | 0 | 0 | 0.000117
after CTS | 0 | 0 | 0.000102
worst paths after layout:
kind                   start        to  slack [ns]  cells after the start
worst min-delay path  opcode  overflow        2.38                      5
worst max-delay path  opcode  overflow       -1.71                     19
what timing repair did:
action | in CTS | in global routing
hold buffers | 0 | 0
pin swaps | 5 | 3
setup endpoints to repair | 5 | 4
setup buffers | 3 | 0
gates resized | 29 | 6
layer usage:
metal	global-route usage (%)	vias to the layer above	share of wire, %
met2	5.70	15	50
met5	0	-	0
met3	0.682	0	9.5
met4	0	0	0
met1	3.79	170	40
li1	-	163	-
stage by stage:
stage	total power (W)	setup WS, ns	hold slack, ns	area (um2)	cells
4_1_cts	0.000102	-1.88	2.50	843	114
5_1_grt	0.000117	-1.90	2.42	862	114
3_5_place_dp	0.000107	-2.54	2.89	832	111
3_3_place_gp	0.000107	-2.53	2.88	832	111
6_report	0.000103	-1.71	2.38	862	114
2_1_floorplan	0.0000635	-1.60	1.99	564	44
Power is estimated from default activity; no workload was simulated.
