### design/flow/config.mk
export PLATFORM = sky130hd
export DESIGN_NAME = johnson
export DESIGN_NICKNAME = johnson
export VERILOG_FILES = /design/flow/design.v
export SDC_FILE = /design/flow/constraint.sdc
export NUM_CORES = 4
export LEC_CHECK = 1
export CORE_UTILIZATION = 40
### design/flow/constraint.sdc
current_design johnson

set clk_period 3.8
set clk_io_pct 0.2

create_clock -name clk0 -period $clk_period [get_ports {clk}]

set non_clock_inputs [all_inputs -no_clocks]
set_input_delay [expr $clk_period * $clk_io_pct] -clock clk0 $non_clock_inputs
set_output_delay [expr $clk_period * $clk_io_pct] -clock clk0 [all_outputs]
### design/flow/design.v
module johnson(clk,reset,out);
input clk,reset;
output reg [7:0] out;
integer left = -1, right = -1;
always @ (posedge clk or posedge reset)  begin
        if(reset)
        begin
                left = -1;
                right = -1;
                out<=0;
        end
        else begin
        if(left<7) begin
            left = left + 1;
            out[left]<=1'b1;
        end else begin
            if(right==7) begin
                out <= 0;
                left=-1;
                right=-1;
            end else begin
                right = right + 1;
                out[right]<=1'b0;
            end
        end
  end
end
endmodule    
### design/flow/run.sh
#!/bin/bash
# OpenROAD 26Q1-2900-gdf79404cd8, Yosys 0.63+post, stock flow scripts
make -C /OpenROAD-flow-scripts/flow DESIGN_CONFIG=/design/flow/config.mk WORK_HOME=/design/flow/orfs finish
==> deck_impl_summary.md <==
Implementation Results

Status
  – Status: finished, final reports clean

Global route
  – First-pass GRT wire length: 40.8 mm
  – Initial antenna violation count: 0
  – All-layer global routing usage: 26.8%
  – Largest net degree at the start of global routing: 50
  – Grt ovf: 0
  – Vias in the first global route: 7,580

Clock network
  – CTS tree: yes
  – H-tree depth: 3
  – Num CTS Buffers: 9
  – Reg clk slew, reported paths: 60 ps
  – Root Driver: clkbuf_16
  – Sink Count: 72
  – CTS Buffer Depth: 2
  – Latency at later pin: 350 ps

Power
  – Power density over the cells: 188 nW/um^2
  – Peak supply drop: 209 uV
  – Pleak: 3.67 nW

Yosys
  – Cell Type Count: 90
  – Top cell type's share of synthesized area: 22.1%
  – Synth Area in Compound Gates: 23.8%
  – Mux cell area share: 1.64%
  – Adder Area Share: 0.329%
  – Biggest area cells: dfstp_2 22%, xnor2_1 6.2%, a21oi_1 5.3%, nor2_1 4.9%, nand2_1 3.8%
  – Syn Area/Cell: 7.45 sq um
  – Top-count cell post-synth: nor2_1
  – Most common flop cell mapped by yosys: dfstp_2
  – List of most frequent post-synthesis cells: 100 x nor2_1, 81 x a21oi_1, 78 x nand2_1
  – # Cells Yosys: 1,022
  – Synth Area in XOR/XNOR: 9.43%
  – Register area share after synthesis: 24.7%
  – Synth warn: 1
  – Synth Cell Area: 7620 sq um
  – Synth Area in Simple Gates: 34.5%
  – Number of synthesized flops with an enable pin: 0
  – Flops after synth: 72
  – Yosys stat area: 7620 sq um
  – Synth area leader: dfstp_2
  – Largest logic family: simple AND/OR/NAND/NOR gates
  – Asr flop ratio synth: 100%
  – Post-Syn Instances: 1,022

STA
  – Slew margin rel.: 40.5%
  – Final worst slack: 80.7 ps
  – FMAX: 269 MHz
  – Tightest Pin Transition: 890 ps
  – Hold Vio Cnt, Final: 0
  – RSZ-0062 raised after global routing: yes
  – Final min period: 3720 ps
  – Final setup fails: 0
  – Slew Limit Fails: 0
  – Clock Skew: 7.42 ps
  – Fin crit share: 97.9%

Floorplanning
  – Height of the die: 140 um
  – Die span in x: 140 um
  – # IOs: 10
  – Core ar.: 18,700 sq um
  – FP Rows: 50
  – FP Core Util: 40.7%
  – Die ar.: 19,600 sq um

Hold path
  – Worst hold start: left[30]$_DFFE_PP1P_
  – Worst Hold Class: flop to flop
  – Hold path endpoint: left[30]$_DFFE_PP1P_
  – Hold Path Stages: 2

Cells and area
  – Layout cells sized above 1: 28.0%
  – Final std cells w/o fill: 1,341
  – Layout area overhead: 22.6%
  – Post-layout util: 49.9%
  – Post-route design area: 9340 sq um
  – Layout filler cell count: 1,775
  – Logic area: 5550 sq um
  – Register area: 1880 sq um

Worst setup path
  – WP data arrival: 3940 ps
  – Critical path class: flop to flop
  – Crit path capture type: flop
  – Worst reg-to-reg path cell count: 13
  – FF-to-FF End: out[3]$_DFF_PP0_
  – WP data required: 4020 ps
  – Critical path cell sequence: ha_4 -> nand4_4 -> nor4_4 -> xor2_1 -> or3b_4 -> or3_4 -> or4_4 -> a2111oi_4 -> mux2_4 -> o211ai_4 -> nor3_2 -> buf_4 -> a211oi_2
  – RR Startpoint: right[0]$_DFFE_PP1P_
  – CP max stage delay: 570 ps
  – Crit-path max FO: 7
  – Slowest stage cell, crit path: or4_4
  – Worst reg2reg setup slack: 80 ps
  – CP Launch Type: flop

Placed design
  – RD Place Congestion: 1.03
  – Cell Count Post-Placement: 1,315
  – DP Worst Slack: -72.9 ps
  – # port buffers: 9
  – Area of placed instances: 8720 sq um
  – Post-DP HPWL: 18.8 mm

Detailed routing
  – Number of diodes: 0
  – ANT nets after route: 0
  – Initial DRC count: 539
  – Residual DRC: 0
  – Via count: 8,285
  – Wire per inst: 18.9 um
  – Routed wire length: 25.4 mm
  – 1st-pass router iterations: 5
  – Drt via density: 6.18

Job
  – MaxCap Viol Count: 0
  – Tool warnings: 26
==> power breakdown <==
part / internal [W] / switching [W] / leakage, nW
combinational: 0.00000231 / 0.0000157 / 2.69
clock: 0.000596 / 0.000372 / 0.159
sequential: 0.000770 / 0 / 0.821
total: 0.00137 / 0.000387 / 3.67
==> worst max-delay path by stage <==
stage	start	to	slack [ps]	cells after the start
CTS	right[0]$_DFFE_PP1P_	out[1]$_DFF_PP0_	0.6	14
global route	right[0]$_DFFE_PP1P_	out[3]$_DFF_PP0_	-120	13
finish	right[0]$_DFFE_PP1P_	out[3]$_DFF_PP0_	80	13
==> per-stage QoR <==
stage	hold WS [ps]	setup TNS, ps	total power, W
global placement	516	-310	0.000801
floorplan	486	0	0.000792
CTS	532	0	0.00178
finish	527	0	0.00176
detailed placement	521	-298	0.000801
global route	546	-518	0.00181
==> layout by cell type (no fill, tap or decap), types with 13 or more instances in the layout <==
| cell type | n |
|---|---|
| buf_4 | 143 |
| nor2_1 | 98 |
| a21oi_1 | 79 |
| nand2_1 | 78 |
| dfstp_2 | 64 |
| nand3_1 | 52 |
| xnor2_1 | 51 |
| o21ai_0 | 47 |
| nand4_1 | 39 |
| nor3_1 | 39 |
| xor2_1 | 27 |
| nor4_1 | 26 |
| and3_1 | 25 |
| a31oi_1 | 19 |
| or3_1 | 18 |
| and4_1 | 13 |
| inv_1 | 13 |
==> what timing repair did <==
item / in CTS / in global routing
gates resized: 4 / 42
hold buffers: 0 / 0
cloned: 0 / 0
setup endpoints to repair: 8 / 8
pin swaps: 1 / 11
setup buffers: 1 / 9
==> critical path, delay by kind of cell, from the launching register on <==
family	cells	cell delay, ps
AND-OR/OR-AND	3	510
XOR/XNOR	1	120
adder cells (fa/ha/maj)	1	170
buffers and inverters	1	170
flip-flops	1	560
multiplexers	1	210
AND/OR/NAND/NOR	6	1840
==> area by class of cell <==
cell class / instances / area share [%]
tap: 234 / 3.13
multi-input combinational: 848 / 59.4
clock inverter: 6 / 0.965
timing repair buffer: 157 / 13.2
inverter: 14 / 0.563
clock buffer: 10 / 2.56
sequential: 72 / 20.1
==> metal layers <==
layer  vias up  track usage, %  wire length (um)
li1       4023               -                 -
met1      3975            39.1             11500
met2       243            43.3             12000
met3        44            3.20              1230
met4         0            5.78               680
met5         -               0                 0
==> flip-flops by register name, summed over array words and instances, names as in the netlist <==
register / cells
left: 32
right: 32
out: 8
==> cells by family after synthesis <==
family | after synthesis
compound gates | 271
buf+inv | 102
mux | 12
fa+ha+maj | 2
flops | 72
simple gates | 481
xor+xnor | 82
No activity file was given, so power comes from the tool's default toggle rates.
