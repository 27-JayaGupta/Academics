$ cat design/flow/design.v
module one_bit_comparator (
    input a, 
    input b, 
    input l_prev, 
    input e_prev, 
    input g_prev, 
    output less, 
    output equal, 
    output greater);
   assign less = l_prev|e_prev&~a&b;
   assign equal = e_prev&~(a^b);
   assign greater = g_prev|e_prev&a&~b; 
endmodule
module eight_bit_comparator (
    input [7:0] x,
    input [7:0] y,
    input l_initial,
    input e_initial,
    input g_initial,
    output less,
    output equal,
    output greater);
   wire [6:0] intermediate_less;
   wire [6:0] intermediate_equal;
   wire [6:0] intermediate_greater;
   one_bit_comparator C7 (x[7], y[7], l_initial, e_initial, g_initial, intermediate_less[6], intermediate_equal[6], intermediate_greater[6]);
   one_bit_comparator C6 (x[6], y[6], intermediate_less[6], intermediate_equal[6], intermediate_greater[6], intermediate_less[5], intermediate_equal[5], intermediate_greater[5]);
   one_bit_comparator C5 (x[5], y[5], intermediate_less[5], intermediate_equal[5], intermediate_greater[5], intermediate_less[4], intermediate_equal[4], intermediate_greater[4]);
   one_bit_comparator C4 (x[4], y[4], intermediate_less[4], intermediate_equal[4], intermediate_greater[4], intermediate_less[3], intermediate_equal[3], intermediate_greater[3]);
   one_bit_comparator C3 (x[3], y[3], intermediate_less[3], intermediate_equal[3], intermediate_greater[3], intermediate_less[2], intermediate_equal[2], intermediate_greater[2]);
   one_bit_comparator C2 (x[2], y[2], intermediate_less[2], intermediate_equal[2], intermediate_greater[2], intermediate_less[1], intermediate_equal[1], intermediate_greater[1]);
   one_bit_comparator C1 (x[1], y[1], intermediate_less[1], intermediate_equal[1], intermediate_greater[1], intermediate_less[0], intermediate_equal[0], intermediate_greater[0]);
   one_bit_comparator C0 (x[0], y[0], intermediate_less[0], intermediate_equal[0], intermediate_greater[0], less, equal, greater);
endmodule
$ cat design/flow/run.sh
#!/bin/bash
# OpenROAD 26Q1-2900-gdf79404cd8, Yosys 0.63+post, stock flow scripts
make -C /OpenROAD-flow-scripts/flow DESIGN_CONFIG=/design/flow/config.mk WORK_HOME=/design/flow/orfs finish
$ cat design/flow/config.mk
export PLATFORM = sky130hd
export DESIGN_NAME = eight_bit_comparator
export DESIGN_NICKNAME = eight_bit_comparator
export VERILOG_FILES = /design/flow/design.v
export SDC_FILE = /design/flow/constraint.sdc
export NUM_CORES = 4
export LEC_CHECK = 1
export CORE_AREA = 10 10 70 70
export DIE_AREA = 0 0 80 80
$ cat design/flow/constraint.sdc
current_design eight_bit_comparator

set clk_period 4.2
set clk_io_pct 0.2

create_clock -name clk0 -period $clk_period

set non_clock_inputs [all_inputs -no_clocks]
set_input_delay [expr $clk_period * $clk_io_pct] -clock clk0 $non_clock_inputs
set_output_delay [expr $clk_period * $clk_io_pct] -clock clk0 [all_outputs]
==> run_summary.xml <==
<?xml version="1.0" encoding="UTF-8"?>
<metrics>
  <group name="outcome">
    <metric name="run_status" unit="">finished clean</metric>
  </group>
  <group name="worst_setup_path">
    <metric name="worst_ep_arrival_time" unit="ns">2.68</metric>
    <metric name="critPathCaptureType" unit="">output port</metric>
    <metric name="cp_slowest_cell" unit="">sky130_fd_sc_hd__clkdlybuf4s50_1</metric>
    <metric name="worst_ep_required" unit="ns">3.36</metric>
    <metric name="worstPathCellList" unit="">clkdlybuf4s50_1 -&gt; xor2_1 -&gt; nor4_1 -&gt; nand2_1 -&gt; nor4bb_1 -&gt; clkdlybuf4s50_1</metric>
    <metric name="worst-path-max-fanout" unit="">3</metric>
    <metric name="start_to_end_type_of_the_worst_setup_path" unit="">input pin to output port</metric>
    <metric name="crit_path_max_incr_delay" unit="ns">0.53</metric>
    <metric name="start_kind" unit="">input pin</metric>
    <metric name="cp_common_cell" unit="">sky130_fd_sc_hd__clkdlybuf4s50_1</metric>
  </group>
  <group name="finish">
    <metric name="area_growth_syn_to_layout" unit="%">95.28</metric>
    <metric name="clock_buffer_count" unit="">0</metric>
    <metric name="fillers" unit="">403</metric>
    <metric name="post_route_cells_drive_above_1_share" unit="%">7.813</metric>
    <metric name="ff_latch_area" unit="µm²">0</metric>
    <metric name="seq_cells" unit="">0</metric>
  </group>
  <group name="timing">
    <metric name="whs" unit="ns">2.682</metric>
    <metric name="setup_tns" unit="ns">0</metric>
    <metric name="final.setup.worst_slack" unit="ns">0.6762</metric>
    <metric name="max_frequency" unit="GHz">0.2838</metric>
    <metric name="grt_setup_unrepaired" unit="">false</metric>
    <metric name="timing.final.hold_violations" unit="">0</metric>
    <metric name="period_needed" unit="ns">3.524</metric>
    <metric name="setup-violations-final" unit="">0</metric>
    <metric name="period_used_share" unit="%">83.90</metric>
    <metric name="max_slew.worst_pin.slew" unit="ns">0.2957</metric>
    <metric name="worst_slew_margin_rel" unit="%">79.77</metric>
    <metric name="drv_slew" unit="">0</metric>
  </group>
  <group name="place">
    <metric name="detailedPlace.worstSlack" unit="ns">0.6607</metric>
    <metric name="hpwl" unit="µm">965.3</metric>
    <metric name="gpl_wtd_cong" unit="">0.7350</metric>
    <metric name="io_buffer_count" unit="">22</metric>
  </group>
  <group name="power">
    <metric name="netSwitchingFraction" unit="%">36.86</metric>
    <metric name="leakage_dissipation" unit="nW">0.1988</metric>
    <metric name="comb_power_share" unit="%">100.0</metric>
    <metric name="p_sw" unit="mW">0.01789</metric>
    <metric name="sequentialPowerShare" unit="%">0</metric>
    <metric name="cell_internal_pwr" unit="mW">0.03064</metric>
    <metric name="maximum_resistive_drop_on_vdd" unit="mV">0.03118</metric>
    <metric name="share_clk_of_total_power" unit="%">0</metric>
    <metric name="power-per-cell-area" unit="nW/µm²">85.25</metric>
  </group>
  <group name="grt">
    <metric name="grt_max_degree" unit="">6</metric>
    <metric name="groute.usage.overall" unit="%">3.186</metric>
    <metric name="grt_remaining_overflow" unit="">0</metric>
    <metric name="grt_pass1_wl" unit="mm">1.669</metric>
    <metric name="globalRouteMet2Util" unit="%">4.494</metric>
    <metric name="vias_in_the_first_global_route" unit="">378</metric>
    <metric name="global_route.usage.met3" unit="%">1.705</metric>
    <metric name="grt.busiest_layer" unit="">met2</metric>
    <metric name="global_route.usage.met1" unit="%">4.417</metric>
    <metric name="initial_antenna_violation_count" unit="">0</metric>
  </group>
  <group name="hold_path">
    <metric name="holdPathStages" unit="">4</metric>
    <metric name="hold_start" unit="">l_initial</metric>
    <metric name="hold-path-endpoint" unit="">less</metric>
    <metric name="kind_of_path_behind_the_tightest_hold_check" unit="">input pin to output port</metric>
  </group>
  <group name="logic_synthesis">
    <metric name="yosys.area.top_type_share" unit="%">12.02</metric>
    <metric name="yosysChipArea" unit="µm²">291.5</metric>
    <metric name="post_synth_inst_count" unit="">42</metric>
    <metric name="ys_types" unit="">23</metric>
    <metric name="synth.top_cells.by_area" unit="">sky130_fd_sc_hd__xor2_1 12%, sky130_fd_sc_hd__xnor2_1 9.0%, sky130_fd_sc_hd__nand2b_1 8.6%, sky130_fd_sc_hd__maj3_2 7.7%, sky130_fd_sc_hd__inv_1 6.4%</metric>
    <metric name="synth_top_cell_by_area" unit="">sky130_fd_sc_hd__xor2_1</metric>
    <metric name="syn_avg_cell_area" unit="µm²">6.941</metric>
    <metric name="syn-cell-area" unit="µm²">291.5</metric>
    <metric name="ys_top_cells_by_count" unit="">5 x sky130_fd_sc_hd__inv_1, 4 x sky130_fd_sc_hd__nand2b_1, 4 x sky130_fd_sc_hd__xor2_1</metric>
    <metric name="synth.yosys.seq_area_share" unit="%">0</metric>
    <metric name="top_cell" unit="">sky130_fd_sc_hd__inv_1</metric>
    <metric name="yosys-stat-cells" unit="">42</metric>
    <metric name="ys.warnings.count" unit="">0</metric>
  </group>
  <group name="floorplan">
    <metric name="num_rows" unit="">21</metric>
    <metric name="coreArea" unit="µm²">3416</metric>
    <metric name="fp.dieH" unit="µm">80</metric>
    <metric name="io_pins" unit="">22</metric>
    <metric name="die_area" unit="µm²">6400</metric>
    <metric name="die.size.x" unit="µm">80</metric>
    <metric name="core_util_floorplan" unit="%">8.535</metric>
  </group>
  <group name="detailed_routing">
    <metric name="detail_route.antenna_diodes" unit="">0</metric>
    <metric name="detail_route.first_pass.iterations" unit="">4</metric>
    <metric name="totalWireLength" unit="mm">1.048</metric>
    <metric name="num_vias" unit="">362</metric>
    <metric name="avgViaCountPerCell" unit="">3.291</metric>
    <metric name="drc" unit="">0</metric>
    <metric name="number_of_nets_still_failing_antenna_checks_after_routing" unit="">0</metric>
    <metric name="routed_wire_length_per_instance" unit="µm">9.527</metric>
    <metric name="drt_iter0_markers" unit="">15</metric>
  </group>
  <group name="clock_network">
    <metric name="ctsHoldBuffers" unit="">0</metric>
    <metric name="cts_post_setup_buffers_inserted" unit="">0</metric>
    <metric name="post_cts_resize_count" unit="">0</metric>
  </group>
  <group name="job">
    <metric name="tool_warnings" unit="">32</metric>
    <metric name="timing.max_cap.violations" unit="">0</metric>
  </group>
</metrics>
==> layout by cell type, fill, tap and decap left out, types with 2 or more instances in the layout <==
cell / instances
sky130_fd_sc_hd__xor2_1: 4
sky130_fd_sc_hd__inv_1: 5
sky130_fd_sc_hd__nand3_1: 3
sky130_fd_sc_hd__nand2b_1: 4
sky130_fd_sc_hd__clkdlybuf4s50_1: 22
sky130_fd_sc_hd__maj3_2: 2
sky130_fd_sc_hd__a21oi_1: 3
sky130_fd_sc_hd__nand2_1: 2
sky130_fd_sc_hd__xnor2_1: 3
sky130_fd_sc_hd__o21ai_0: 2
==> worst max-delay path by stage <==
stage	start	endpoint	slack, ns	cells after the start
4_1_cts	x[0]	less	0.66	7
5_1_grt	x[2]	greater	0.50	7
6_report	x[1]	equal	0.68	6
==> power groups by stage <==
stage	logic [mW]	registers, mW	clock network, mW
global route	0.0536	0	0
finish	0.0485	0	0
CTS	0.0491	0	0
==> cell type report <==
| type | instances | area [µm²] | area share [%] |
|---|---|---|---|
| Tap cell | 46 | 57.56 | 10.11 |
| Inverter | 6 | 22.52 | 3.956 |
| Multi-Input combinational cell | 36 | 269.0 | 47.25 |
| Timing Repair Buffer | 22 | 220.2 | 38.68 |
==> logic make-up after synthesis <==
kind of cell               after synthesis  share of synthesized area [%]
AOI/OAI and AO/OA                       11                          28.33
xor gates and xnor gates                 7                          21.03
adders and majority gates                3                          11.16
buffers and inverters                    6                          7.725
and+or+nand+nor                         15                          31.76
==> critical path, delay by kind of cell <==
kind	cells	cell delay, ns
buffers and inverters	2	0.99
and+or+nand+nor	3	0.65
xor gates and xnor gates	1	0.19
==> routing by layer <==
layer  up-vias  wire length [µm]
met5         -                 0
met4         0                 0
met3         0               113
met2        16               373
met1       150               561
li1        196                 -
==> stage by stage <==
stage / std cells / total power, mW / area (µm²) / util, %
final: 110 / 0.04853 / 569.3 / 16.67
after global placement: 110 / 0.04841 / 569.3 / 16.67
after CTS: 110 / 0.04907 / 569.3 / 16.67
after floorplan: 42 / 0.01992 / 291.5 / -
after global routing: 110 / 0.05359 / 569.3 / 16.67
after detailed placement: 110 / 0.04876 / 569.3 / 16.67
No activity file was given, so power comes from the tool's default toggle rates.
